==> design/flow/design.v <==
`timescale 1ns / 10ps
module regfile (
           clk,
           rst,
           wen,
           raddr1,
           raddr2,
           waddr,
           wdata,
           rdata1,
           rdata2
       );
input clk;
input rst;
input wen;
input [4-1:0] raddr1;
input [4-1:0] raddr2;
input [4-1:0] waddr;
input [16-1:0] wdata;
output [16-1:0] rdata1;
output [16-1:0] rdata2;
reg [16-1:0] regdata [0:16-1];
integer i;
always@(posedge clk)
begin
    if(rst)
    begin
        for (i=0; i<16; i=i+1)
            regdata[i] <=0;
        regdata[1] <=5; 
    end
    else
        regdata[waddr] <= ((wen == 1) && (waddr != 0)) ? wdata : regdata[waddr];
end
assign rdata1 = regdata[raddr1];
assign rdata2 = regdata[raddr2];
endmodule
==> design/flow/run.sh <==
#!/bin/bash
# OpenROAD 26Q1-2900-gdf79404cd8, Yosys 0.63+post, stock flow scripts
make -C /OpenROAD-flow-scripts/flow DESIGN_CONFIG=/design/flow/config.mk WORK_HOME=/design/flow/orfs finish
==> design/flow/config.mk <==
export PLATFORM = sky130hd
export DESIGN_NAME = regfile
export DESIGN_NICKNAME = regfile
export VERILOG_FILES = /design/flow/design.v
export SDC_FILE = /design/flow/constraint.sdc
export NUM_CORES = 4
export LEC_CHECK = 1
export CORE_UTILIZATION = 40
==> design/flow/constraint.sdc <==
current_design regfile

set clk_period 7.6
set clk_io_pct 0.2

create_clock -name clk0 -period $clk_period [get_ports {clk}]

set non_clock_inputs [all_inputs -no_clocks]
set_input_delay [expr $clk_period * $clk_io_pct] -clock clk0 $non_clock_inputs
set_output_delay [expr $clk_period * $clk_io_pct] -clock clk0 [all_outputs]
==> flow_metrics.env <==
# implementation run metrics
export IMPL_crit_path_end_kind="primary output"
export IMPL_syn2layout_area_growth_pct=15.09
export IMPL_final_common_cell="edfxtp_1"
export IMPL_relSlewSlack=0.5562
export IMPL_hold_end="regdata[0][0]"
export IMPL_clk_path_buf_depth=3
export IMPL_ctsHoldBuffers=0
export IMPL_largest_reg_flops=256
export IMPL_layout_top_cells="edfxtp_1, and2_1, mux4_2"
export IMPL_slowest_delay_ns=0.55
export IMPL_core_area_sq_um=32620
export IMPL_floorplan_initialDensity=0.4079
export IMPL_crit_type="in2out"
export IMPL_cp_start_kind="input pin"
export IMPL_largest_register="regdata"
export IMPL_power_total_uw=3394
export IMPL_ys_cells=842
export IMPL_dpl_hpwl_microns=21320
export IMPL_drv_slew=0
export IMPL_route_antenna_diode_count=0
export IMPL_period_needed_ns=5.470
export IMPL_hold_ws_ns=1.858
export IMPL_drive_gt1_frac=0.2408
export IMPL_yosysWarnings=1
export IMPL_cts_root_buffer_cell="clkbuf_16"
export IMPL_crit_path_frequent_cell="buf_4"
export IMPL_drtPass1Iterations=5
export IMPL_tightest_slew_ns=0.6656
export IMPL_grt_setup_unrepaired="false"
export IMPL_ir_drop_mv=0.1668
export IMPL_die_w_microns=184.4
export IMPL_fmax_mhz=182.8
export IMPL_fill_cells=2778
export IMPL_syn_avg_cell_area_sq_um=15.80
export IMPL_grt_max_degree=39
export IMPL_vias=7768
export IMPL_netlist_area_sq_um=13310
export IMPL_area_leaders="edfxtp_1, mux4_2, and2_1, a22oi_1, clkbuf_1"
export IMPL_vias_per_cell=5.695
export IMPL_grt_pass1_vias=8455
export IMPL_hold_depth=2
export IMPL_io_pins=63
export IMPL_hold_viol=0
export IMPL_cts_tree="yes"
export IMPL_antenna_found_initial=0
export IMPL_grt_use_total=0.2377
export IMPL_cts_made_buffers=28
export IMPL_p_per_area_nw_per_um2=221.6
export IMPL_finalSetupViolations=0
export IMPL_wl_per_cell_microns=26.08
export IMPL_yosys_area_sq_um=13310
export IMPL_cts_htree_levels=1
export IMPL_gp_routability_congestion=0.8536
export IMPL_run_status="finished, final reports clean"
export IMPL_wl_microns=35570
export IMPL_synth_top_area_share=0.5777
export IMPL_warnings=25
export IMPL_post_cts_buffers=0
export IMPL_worstPathRequired_ns=6.08
export IMPL_min_period_over_period=0.7198
export IMPL_maxCapViolCount=0
export IMPL_drc=0
export IMPL_port_buffers=62
export IMPL_largest_area_cell="edfxtp_1"
export IMPL_row_count=66
export IMPL_cts_resized=0
export IMPL_path_clk_slew_ns=0.06
export IMPL_clock_sinks=256
export IMPL_ant_nets=0
export IMPL_die_y_microns=184.4
export IMPL_min_path_type="in2reg"
export IMPL_worst_path_max_fanout=29
export IMPL_syn_inst=842
export IMPL_fin_tns_setup_ns=0
export IMPL_hp_start="rst"
export IMPL_fin_util=0.4695
export IMPL_detailedRoute_firstIterationViolations=447
export IMPL_synth_distinct_cells=22
export IMPL_grt_pass1_wl_microns=52320
export IMPL_dieArea_sq_um=34000
export IMPL_reg_largest_list="regdata: 256 flops"
export IMPL_grt_overflow=0
export IMPL_numSynthFlops=256
export IMPL_critPathSlowestCell="mux4_2"
export IMPL_cellLeakagePower_uw=0.005232
export IMPL_ys_seq_frac=0.5777
export IMPL_crit_chain="buf_4 -> buf_4 -> mux4_2 -> a22oi_1 -> nand2_1 -> clkdlybuf4s50_1"
export IMPL_arrival_ns=3.95
where the power goes:
part / internal, uW / leakage, uW / switching [uW] / total, uW
combinational: 200 / 0.00235 / 192 / 392
clock: 792 / 0.000435 / 534 / 1330
sequential: 1640 / 0.00245 / 37.8 / 1680
synthesized netlist by cell type:
cell type,instances
a22oi_1,64
and2_1,240
buf_1,6
buf_2,7
buf_4,11
clkbuf_1,50
clkbuf_2,2
conb_1,1
edfxtp_1,256
mux4_2,128
nand2_1,33
nand2b_1,2
nand4b_1,1
nand4bb_1,2
nor2_1,11
nor2_4,3
nor2b_1,4
nor3_1,1
nor3_2,2
or2_2,15
or3_1,2
or4b_4,1
layout make-up:
| cell class | instances | area, sq um | share of cell area |
|---|---|---|---|
| tap | 442 | 553.0 | 0.03611 |
| clock inverter | 13 | 133.9 | 0.008742 |
| sequential | 256 | 7687 | 0.5020 |
| clock buffer | 36 | 752.0 | 0.04910 |
| multi-input combinational | 525 | 5345 | 0.3490 |
| timing repair buffer | 92 | 843.3 | 0.05507 |
worst max path at each step:
stage / from / to / slack, ns / cells after the start
after CTS: raddr1[0] / rdata1[13] / 2.08 / 6
final: raddr1[0] / rdata1[13] / 2.13 / 6
after global routing: raddr1[0] / rdata1[13] / 1.95 / 6
stage by stage:
step / setup slack, ns / area, sq um / std cells
after global placement: 2.062 / 14430 / 1315
final: 2.130 / 15310 / 1364
after detailed placement: 2.082 / 14430 / 1315
after CTS: 2.076 / 15310 / 1364
after global routing: 1.949 / 15310 / 1364
after floorplan: 3.404 / 13360 / 857
cell families after synthesis:
group                  share of synthesized area
AOI/OAI and AO/OA                        0.03611
buffers and inverters                    0.02539
DFF                                       0.5777
muxes                                     0.2166
other                                  0.0002818
and+or+nand+nor                           0.1439
per-layer routing:
metal | vias to the layer above | track usage | part of all wire
met1 | 3823 | 0.3058 | 0.35
met3 | 101 | 0.1249 | 0.13
met4 | 0 | 0.07467 | 0.042
met2 | 470 | 0.3651 | 0.49
li1 | 3374 | - | -
met5 | - | 0 | 0
critical path: cells and delay by family:
| family | cells | cell delay (ns) |
|---|---|---|
| muxes | 1 | 0.55 |
| and+or+nand+nor | 1 | 0.16 |
| AOI/OAI and AO/OA | 1 | 0.27 |
| buffers and inverters | 3 | 1.41 |
Power is estimated from default activity; no workload was simulated.
