### flow/run.sh
#!/bin/bash
# OpenROAD 26Q1-2900-gdf79404cd8, Yosys 0.63+post, stock flow scripts
make -C /OpenROAD-flow-scripts/flow DESIGN_CONFIG=/design/flow/config.mk WORK_HOME=/design/flow/orfs finish
### flow/constraint.sdc
current_design ID_EXE_stage

set clk_period 1.0
set clk_io_pct 0.2

create_clock -name clk0 -period $clk_period [get_ports {clk}]

set non_clock_inputs [all_inputs -no_clocks]
set_input_delay [expr $clk_period * $clk_io_pct] -clock clk0 $non_clock_inputs
set_output_delay [expr $clk_period * $clk_io_pct] -clock clk0 [all_outputs]
### flow/design.v
`timescale 1ns / 10ps
module ID_EXE_stage (
           input clk,
           input wen_in,
           input [16-1:0] nPC_in,
           input [16-1:0] imm_extended_in,
           input branch_in,
           input mem_to_reg_in,
           input mem_write_in,
           input mem_read_in,
           input [16-1:0] rdata1,
           input [16-1:0] rdata2_imm_sel,
           input [16-1:0] rdata2_in,
           input [2:0] opcode_in,
           input [4-1:0] waddr_in,
           input jal_in,
           input [16-1:0] PC_jal_in,
           output reg wen_out,
           output reg [16-1:0] nPC_out,
           output reg [16-1:0] imm_extended_out,
           output reg branch_out,
           output reg mem_to_reg_out,
           output reg mem_write_out,
           output reg mem_read_out,
           output reg [16-1:0] alu_in1,
           output reg [16-1:0] alu_in2,
           output reg [16-1:0] rdata2_out,
           output reg [2:0] opcode_out,
           output reg [4-1:0] waddr_out,
           output reg jal_out,
           output reg [16-1:0] PC_jal_out
       );
always @ (posedge clk) begin
    nPC_out 				<= nPC_in;
    wen_out 				<= wen_in;
    imm_extended_out 	<= imm_extended_in;
    branch_out 			<= branch_in;
    mem_to_reg_out 	<= mem_to_reg_in;
    mem_write_out 		<= mem_write_in;
    mem_read_out 		<= mem_read_in;
    alu_in1 				<= rdata1;
    alu_in2 				<= rdata2_imm_sel;
    rdata2_out 			<= rdata2_in;
    opcode_out 			<= opcode_in;
    waddr_out 			<= waddr_in;
    jal_out 				<= jal_in;
    PC_jal_out			<= PC_jal_in;
end
endmodule
### flow/config.mk
export PLATFORM = sky130hd
export DESIGN_NAME = ID_EXE_stage
export DESIGN_NICKNAME = ID_EXE_stage
export VERILOG_FILES = /design/flow/design.v
export SDC_FILE = /design/flow/constraint.sdc
export NUM_CORES = 4
export LEC_CHECK = 1
export CORE_UTILIZATION = 30
==> impl_metrics.toml <==
# implementation run metrics
[cells_and_area]
stdcell_count = 439
fin_area_mm2 = 0.00415
drive_gt1_frac = 0.373
register_area_mm2 = 0.00219
synthToLayoutAreaGrowth_pct = 90.3
nFillCells = 585
mi_logic_area_um2 = 0
finalCoreUtilization = 0.601
comb_cells = 0

[route]
drt_iter0_drc = 32
wire_per_inst_um = 13.5
drc = 0
vias = 1584
via_per_inst = 3.61
first_pass_iters = 2
wl_mm = 5.93
detail-route-antenna-nets = 0
antenna-diode-count = 0

[synthesis]
largest_area_cell = "dfxtp_1"
synth-seq-cells = 109
ys.flop_type = "dfxtp_1"
synth.distinct_cells = 1
top_area_frac = 1.00
synth_area_mm2 = 0.00218
async_flop_share = 0
yosys-stat-area_mm2 = 0.00218
common_cells = "109 x dfxtp_1"
ys_seq_share = 1.00
area_leaders = "dfxtp_1 100%"
synth_cells = 109
synth.avg_cell_area_um2 = 20.0
top_cell = "dfxtp_1"
yosys_warnings = 1
edf_count = 0
yosysCellCount = 109

[global_route]
grt_pass1_vias = 1469
antenna_found_initial = 0
gr-total-overflow = 0
grt_pass1_wl_mm = 8.31
grt_max_degree = 18
grt.total_usage = 0.154

[floorplan]
core_area_mm2 = 0.00691
rows = 30
ioPinCount = 219
dieWidth_um = 87.3
fp_util = 0.316
chipArea_mm2 = 0.00762
die_height_um = 87.3

[final_timing]
setup_ws_ns = 0.0151
worst_slew_margin_rel = 0.930
hold_violations = 0
rsz0062_at_grt = "yes"
maxSlewViolCount = 0
setup_violations = 0
fmax_mhz = 1020
period_used_share = 0.985
tightest_slew_ns = 0.105
fin_crit_ns = 0.985
worst_hold_slack_ns = 0.282
setup_tns_ns = 0

[clock_tree]
cts_tree = "done"
clkTransAtPathRegs_ns = 0.09
ctsHoldBuffers = 0
cts_buffers = 9
cts_buffer_depth = 2
root_buffer = "clkbuf_8"
clock-sinks = 109
htreeDepth = 3

[placed_design]
placed_area_mm2 = 0.00448
port-buffer-count = 218
globalplace.congestion = 0.727
place_inst = 423
dp_slack_ns = -0.0334

[worst_setup_path]
path_delay_family = "flip-flops"
crit_required_ns = 0.80
cp.depth = 1
max_stage_delay_ns = 0.33
crit_chain = "buf_6"
crit_arrival_ns = 0.78
cp_max_fo = 1
worstSetupEndpointType = "primary output"
crit_type = "reg -> out"
startpoint_type = "flip-flop"
slowest_stage = "dfxtp_2"
path_buffers = 1

[run]
max-cap-violations = 0
warnings = 28

[power]
vdd_drop_max_mv = 1.04
p_total_mw = 7.78
p_leak_nw = 1.88
power_density_mw_per_mm2 = 1870

[run_status]
status = "finished clean"

[hold_path]
min_path_cells = 1
hp-class = "in -> reg"
[report_power, final]
group / switching, mW / leakage (nW) / internal, mW / total (mW)
clock network: 1.33 / 0.101 / 1.25 / 2.57
registers: 0.0429 / 0.920 / 4.57 / 4.61
logic: 0.0885 / 0.857 / 0.508 / 0.596
total: 1.46 / 1.88 / 6.33 / 7.78
[sequential cells by signal, summed over array words and instances (netlist names)]
| signal | cells |
|---|---|
| alu_in1 | 16 |
| jal_out | 1 |
| branch_out | 1 |
| waddr_out | 4 |
| rdata2_out | 16 |
| PC_jal_out | 16 |
| opcode_out | 3 |
| imm_extended_out | 16 |
| mem_read_out | 1 |
| nPC_out | 16 |
| mem_write_out | 1 |
| mem_to_reg_out | 1 |
| alu_in2 | 16 |
| wen_out | 1 |
[cells by family after synthesis]
| logic type | Yosys count | synth area share |
|---|---|---|
| flip-flops | 109 | 1.00 |
[path summary, 6_finish.rpt]
path | startpoint | end | slack (ns)
max | imm_extended_out[4] | imm_extended_out[4] | 0.02
min | rdata2_imm_sel[8] | alu_in2[8] | 0.28
[placed cells by master (no fill, tap or decap), drive strengths merged]
cell type,instances
clkdlybuf4s50,109
buf,109
dfxtp,109
clkbuf,12
clkinv,2
inv,1
bufinv,1
[metal layers]
| layer | track usage | wire length (um) | part of all wire | up-vias |
|---|---|---|---|---|
| met5 | 0 | 0 | 0 | - |
| met4 | 0.0283 | 114 | 0.019 | 0 |
| met3 | 0.0894 | 905 | 0.15 | 10 |
| met2 | 0.259 | 2960 | 0.50 | 118 |
| met1 | 0.171 | 1950 | 0.33 | 665 |
| li1 | - | - | - | 791 |
[repair_timing]
| item | 4_1_cts | 5_1_grt |
|---|---|---|
| resized | 340 | 1 |
| setup buffers | 0 | 0 |
| endpoints found under the setup margin | 109 | 70 |
| hold endpoints to repair | 0 | 0 |
| cloned | 0 | 0 |
[final cells by class]
type,instances,share of cell area
clock buffer,12,0.0350
clock inverter,4,0.0136
sequential,109,0.527
tap,96,0.0289
timing repair buffer,218,0.396
No activity file was given, so power comes from the tool's default toggle rates.
