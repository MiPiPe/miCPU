**/design/flow/run.sh**
```bash
#!/bin/bash
# OpenROAD 26Q1-2900-gdf79404cd8, Yosys 0.63+post, stock flow scripts
make -C /OpenROAD-flow-scripts/flow DESIGN_CONFIG=/design/flow/config.mk WORK_HOME=/design/flow/orfs finish
```
**/design/flow/config.mk**
```make
export PLATFORM = sky130hd
export DESIGN_NAME = alu
export DESIGN_NICKNAME = alu
export VERILOG_FILES = /design/flow/design.v
export SDC_FILE = /design/flow/constraint.sdc
export NUM_CORES = 4
export LEC_CHECK = 1
export CORE_UTILIZATION = 40
```
**/design/flow/constraint.sdc**
```tcl
current_design alu

set clk_period 7.9
set clk_io_pct 0.2

create_clock -name clk0 -period $clk_period

set non_clock_inputs [all_inputs -no_clocks]
set_input_delay [expr $clk_period * $clk_io_pct] -clock clk0 $non_clock_inputs
set_output_delay [expr $clk_period * $clk_io_pct] -clock clk0 [all_outputs]
```
**/design/flow/design.v**
```verilog
`timescale 1ns / 10ps
module alu(
           a,    
           b,    
           op,    
           result,    
           zero
       );
input [16-1:0] a, b;
input [2:0] op;
output reg zero;
output reg [16-1:0] result;
always @(*)
begin
    case(op)
        4'b0000: result = a + b;
        4'b0001: result = a - b;
        4'b0010: result = a & b;
        4'b0011:  result = a ^ b;
        4'b0100: result = a << b;
        4'b0101: result = a >> b;
        4'b0110: result = a <= b;
        4'b0111: result = a * b;
    endcase
    zero = (a == b)? 1'b1 : 1'b0;
end
endmodule
```
==> flow_metrics.tcl <==
# implementation run metrics
set metrics [dict create \
    num-clock-buffers 0 \
    maxClockFrequency_mhz 121 \
    min_period_over_period 1.05 \
    area.growth.synth_to_final_pct 29.3 \
    flop_area_um2 0 \
    chip_area_um2 19500 \
    synthTopCellsByCount "sky130_fd_sc_hd__inv_1 (152), sky130_fd_sc_hd__nand2_1 (117), sky130_fd_sc_hd__nor2_1 (95)" \
    grt_antenna_before_repair 1 \
    avgViaCountPerCell 5.57 \
    synth_dominant_cell_count "sky130_fd_sc_hd__inv_1" \
    post-place-ws_ps -1370 \
    grt_pass1_wl_mm 43.5 \
    drv_cap 0 \
    synth_area_um2 7570 \
    yosysUniqueCellTypes 75 \
    gr-total-overflow 0 \
    die_y_um 140 \
    yosysCellCount 1019 \
    synthDominantCellAreaShare 0.217 \
    vdd_drop_max_mv 0.843 \
    met1_usage 0.456 \
    worst_slack_ps -359 \
    top_cells_by_area "sky130_fd_sc_hd__fa_1 (22%), sky130_fd_sc_hd__ha_1 (13%), sky130_fd_sc_hd__inv_1 (7.5%)" \
    synthCells 1019 \
    critPathMaxFanout 6 \
    groute.layer.met2.usage 0.447 \
    yosys_warnings 1 \
    seq_area_frac_synth 0 \
    num_vias 7735 \
    global_route.usage.met3 0.0719 \
    run_status "finished with violations" \
    nFillCells 1731 \
    timing.hold.ws_ps 3990 \
    floorplan.io_pins 52 \
    drc_violations_left 0 \
    power.share.combinational 1.000 \
    cellPowerDensity_nw_per_um2 355 \
    worst-setup-path-type "in -> out" \
    netlist.top_cell.by_area "sky130_fd_sc_hd__fa_1" \
    crit_path_end_kind "primary output" \
    timing.max_slew.rel_slack 0.559 \
    routabilityCongestion 0.982 \
    grt_max_degree 38 \
    io_buffers 52 \
    min-delay-path-class "in -> out" \
    die.size.x_um 140 \
    post_route_cells_drive_above_1_share 0.267 \
    report.final.hold_viol_count 0 \
    total_wirelength_of_the_detailed_routed_design_mm 28.2 \
    critical_path.startpoint_type "primary input" \
    crit_required_ps 6320 \
    worstPathArrival_ps 6680 \
    floorplan.core_util 0.414 \
    detailedRoute.firstIterationViolations 606 \
    drt_first_pass_iters 5 \
    num_rows 49 \
    grt_usage 0.306 \
    max_slew.worst_pin.slew_ps 661 \
    avgRoutedWirePerCell_um 20.3 \
    drtAntennaViolNets 0 \
    power.clock.fraction 0 \
    setup_viol 7 \
    timing.final.max_slew_violations 0 \
    p_switching_mw 1.76 \
    min_period_ps 8260 \
    nFlopsAndLatches 0 \
    power_switching_share 0.505 \
    internal-power_mw 1.72 \
    rsz0062_at_grt "yes" \
    violated_checks "setup timing" \
    core_um2 18300 \
    ys_chip_area_um2 7570 \
    share_of_power_burned_in_registers 0 \
    dp_hpwl_mm 23.4 \
    grt-busiest-layer "met1" \
    power.static_leakage_nw 4.53 \
    grt_pass1_vias 7547 \
    warning_count 51 \
    syn_avg_cell_area_um2 7.42 \
]
[worst max-delay path, cell delays in order]
cell	delay [ps]
sky130_fd_sc_hd__buf_2	150
sky130_fd_sc_hd__and2_1	180
sky130_fd_sc_hd__fa_1	500
sky130_fd_sc_hd__inv_1	60
sky130_fd_sc_hd__fa_1	510
sky130_fd_sc_hd__fa_1	450
sky130_fd_sc_hd__fa_1	530
sky130_fd_sc_hd__inv_2	40
sky130_fd_sc_hd__fa_1	470
sky130_fd_sc_hd__inv_1	50
sky130_fd_sc_hd__fa_1	490
sky130_fd_sc_hd__inv_2	50
sky130_fd_sc_hd__ha_4	270
sky130_fd_sc_hd__o21a_1	120
sky130_fd_sc_hd__o31a_1	180
sky130_fd_sc_hd__buf_6	130
sky130_fd_sc_hd__a21oi_2	30
sky130_fd_sc_hd__buf_4	160
sky130_fd_sc_hd__a211o_1	330
sky130_fd_sc_hd__o221ai_1	210
sky130_fd_sc_hd__a22oi_2	80
sky130_fd_sc_hd__buf_2	120
[power by group through the flow]
| stage | registers, mW | logic, mW | clock network (mW) |
|---|---|---|---|
| CTS | 0 | 3.22 | 0 |
| global route | 0 | 3.73 | 0.0000000169 |
| finish | 0 | 3.48 | 0.0000000169 |
[cells by family (layout without fill, tap and decap cells)]
family | count (synthesis) | in the layout | synth area share
simple gates | 322 | 322 | 0.199
compound gates | 226 | 226 | 0.201
mux | 43 | 43 | 0.0817
other cells | 0 | 1 | 0
buf+inv | 222 | 362 | 0.117
fa+ha+maj | 163 | 163 | 0.351
xor+xnor | 43 | 43 | 0.0498
[layout by cell type (no fill, tap or decap), types with 10 or more instances in the layout]
master | netlist | layout
sky130_fd_sc_hd__buf_2 | 11 | 13
sky130_fd_sc_hd__o21ai_0 | 51 | 48
sky130_fd_sc_hd__nand2_1 | 117 | 115
sky130_fd_sc_hd__xnor2_1 | 36 | 31
sky130_fd_sc_hd__nand2b_1 | 12 | 11
sky130_fd_sc_hd__ha_1 | 81 | 63
sky130_fd_sc_hd__clkdlybuf4s50_1 | 0 | 16
sky130_fd_sc_hd__nor3_1 | 14 | 13
sky130_fd_sc_hd__a21oi_1 | 53 | 46
sky130_fd_sc_hd__mux4_2 | 14 | 14
sky130_fd_sc_hd__buf_6 | 4 | 22
sky130_fd_sc_hd__o21ai_1 | 12 | 11
sky130_fd_sc_hd__nor2_1 | 95 | 89
sky130_fd_sc_hd__inv_1 | 152 | 139
sky130_fd_sc_hd__fa_1 | 82 | 77
sky130_fd_sc_hd__and2_1 | 35 | 26
sky130_fd_sc_hd__nand3_1 | 11 | 10
sky130_fd_sc_hd__ha_4 | 0 | 13
sky130_fd_sc_hd__inv_2 | 4 | 16
sky130_fd_sc_hd__buf_4 | 3 | 132
sky130_fd_sc_hd__mux2i_1 | 22 | 22
[cell type report]
cell class         count  area, µm²  area share
multi-input cells    797       7200       0.736
repair buffers       204       1700       0.174
inverters            158        598      0.0611
well taps            229        287      0.0293
diodes                 1       2.50    0.000256
[path summary, 6_finish.rpt]
kind,cells after the start,from,endpoint,slack [ps]
hold / removal,5,a[7],result[7],3990
setup / recovery,22,a[6],result[11],-360
[metal layers]
layer / vias up / wire length, µm
met5: - / 0
met4: 0 / 1160
met3: 44 / 2190
met2: 316 / 12200
met1: 3679 / 12600
li1: 3696 / -
[through the flow]
step	total power [mW]	TNS (ps)	instances	utilization	instance area, µm²
4_1_cts	3.22	-1980	1385	0.528	9640
2_1_floorplan	1.48	-1200	1019	-	7720
5_1_grt	3.73	-2900	1389	0.536	9780
3_5_place_dp	2.57	-10250	1370	0.501	9150
6_report	3.48	-1540	1389	0.536	9780
3_3_place_gp	2.57	-9900	1370	0.501	9150
[repair_timing]
item | 4_1_cts | 5_1_grt
setup endpoints to repair | 11 | 9
gates resized | 209 | 41
setup buffers | 17 | 4
hold buffers | 0 | 0
pin swaps | 71 | 41
Power and IR drop assume default switching activity.
